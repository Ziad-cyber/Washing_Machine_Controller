[design/flow/config.mk]
export PLATFORM = sky130hd
export DESIGN_NAME = FSM
export DESIGN_NICKNAME = FSM
export VERILOG_FILES = /design/flow/design.v
export SDC_FILE = /design/flow/constraint.sdc
export NUM_CORES = 4
export LEC_CHECK = 1
export CORE_AREA = 10 10 70 70
export DIE_AREA = 0 0 80 80
[design/flow/constraint.sdc]
current_design FSM

set clk_period 1.3
set clk_io_pct 0.2

create_clock -name clk0 -period $clk_period [get_ports {Clk_D}]

set non_clock_inputs [all_inputs -no_clocks]
set_input_delay [expr $clk_period * $clk_io_pct] -clock clk0 $non_clock_inputs
set_output_delay [expr $clk_period * $clk_io_pct] -clock clk0 [all_outputs]
[design/flow/design.v]
module FSM (
input wire Coin_In ,
input wire Double_Wash ,
input wire Timer_Pause ,
input wire Rst ,
input wire Clk_D ,
input wire Time_Event ,
output reg [2:0] Timer_Encoding ,
output reg Pause_Enable,
output reg Wash_Done
);
reg [2:0] State ,Next_State ;
reg Flag_DW ;
reg Flag_ID ;
localparam IDLE          = 3'b000;
localparam Filling_Water = 3'b001;
localparam Washing       = 3'b010;
localparam Rinsing       = 3'b011;
localparam Spinning      = 3'b100;
always @ (posedge Clk_D or negedge Rst)
    begin
        if (!Rst)
            State <= IDLE;
        else 
            State <= Next_State;
    end
always @ (*)
    begin
        Flag_DW = 1'b0;
        Flag_ID = 1'b0;
        Pause_Enable = 1'b0;
        case (State) 
            IDLE :  begin
                        if (Coin_In ==1'b1 && Flag_ID ==1'b0)
                            begin
                                Next_State = Filling_Water;
                                Flag_ID = 1'b1;
                            end
                        else if (Coin_In ==1'b1 && Timer_Pause ==1'b0 && Flag_ID ==1'b1)
                            Next_State = Spinning;
                        else 
                            Next_State = IDLE;
                    end
            Filling_Water : begin
                                if (Time_Event == 1'b1)
                                    Next_State = Washing;
                                else 
                                    Next_State = Filling_Water;
                            end
            Washing :       begin
                                if (Time_Event == 1'b1)
                                    Next_State = Rinsing;
                                else 
                                    Next_State = Washing;
                            end
            Rinsing :       begin
                                if (Time_Event == 1'b1 && Double_Wash ==1'b1 && Flag_DW==1'b0)
                                    begin
                                        Next_State = Washing;
                                        Flag_DW = 1'b1;
                                    end
                                else if (Time_Event == 1'b1 && Double_Wash ==1'b1 && Flag_DW==1'b1)
                                    begin
                                        Next_State = Spinning;
                                        Flag_DW = 1'b0; 
                                    end
                                else if (Time_Event == 1'b1 && Double_Wash ==1'b0)
                                    Next_State = Spinning;
                                else 
                                    Next_State = Rinsing;
                            end
            Spinning :      begin
                                if (Time_Event == 1'b1)
                                    begin
                                        Next_State = IDLE;
                                        Flag_ID = 1'b0;
                                        Pause_Enable = 1'b0;
                                    end
                                else if (Time_Event == 1'b0 && Timer_Pause == 1'b1 )
                                    begin
                                        Next_State = IDLE;
                                        Pause_Enable = 1'b1;
                                    end
                                else 
                                    begin
                                        Next_State = Spinning;
                                        Pause_Enable = 1'b0;
                                    end
                            end
            default :       begin
                                Next_State = IDLE;
                            end
        endcase
    end
always @ (*)
    begin
        Wash_Done = 1'b0;
        case (State) 
            IDLE :  begin
                        Timer_Encoding = IDLE;
                        if (Coin_In ==1'b1)
                            begin
                                Wash_Done =1'b0;
                            end
                        else 
                            begin
                                Wash_Done =1'b1;
                            end
                    end
            Filling_Water : begin
                                Wash_Done =1'b0;
                                Timer_Encoding = Filling_Water;
                            end
            Washing :   begin
                                Wash_Done =1'b0;
                                Timer_Encoding = Washing;
                        end
            Rinsing :   begin
                                Wash_Done =1'b0;
                                Timer_Encoding = Rinsing;
                        end
            Spinning :  begin
                                Timer_Encoding = Spinning;
                                if (Time_Event ==1'b1)
                                    Wash_Done = 1'b1;
                                else   
                                    Wash_Done = 1'b0;
                        end
            default :   begin
                            Wash_Done = 1'b0;
                            Timer_Encoding = IDLE;
                        end
        endcase
    end
endmodule
[design/flow/run.sh]
#!/bin/bash
# OpenROAD 26Q1-2900-gdf79404cd8, Yosys 0.63+post, stock flow scripts
make -C /OpenROAD-flow-scripts/flow DESIGN_CONFIG=/design/flow/config.mk WORK_HOME=/design/flow/orfs finish
==> results.toml <==
# synthesis and place-and-route metrics
[cells_and_area]
layout-drive-gt1-share_pct = 58.0
area_growth_syn_to_layout_pct = 118
final_cell_count_without_fillers = 96

[worst_setup_path]
reg2reg_setup_slack_ps = 70
crit_path_max_fanout = 2
critical_path_class = "flop to primary output"
timing.critical_path.to_type = "primary output"
worst-endpoint-required_ps = 1040
setup.worst_path.start_class = "flop"
worst-endpoint-arrival_ps = 1090

[synthesis]
ys_area_um2 = 249
ys_warn_count = 1
synth-seq-area-share_pct = 50.8
synth.area.top_cells = "sky130_fd_sc_hd__dfrtp_1, sky130_fd_sc_hd__dfstp_2, sky130_fd_sc_hd__nand2_1"
cell_taking_the_most_area_after_synthesis = "sky130_fd_sc_hd__dfrtp_1"
yosysUniqueCellTypes = 14
netlist.area_leader.share_pct = 40.2
ys.flops = 5
synth-cells-yosys = 25
netlist_instances = 25
post_synth.cell_area_avg_um2 = 9.96
synthesis.area_um2 = 249

[global_routing]
grt_pass1_wl_um = 1410
grt_antenna_before_repair = 0
grt-ovfl-total = 0
first_global_vias = 310
globalRouteTotalUtil_pct = 2.90
largest_net_degree_at_the_start_of_global_routing = 8

[floorplan]
fp.dieW_um = 80
std_cell_rows = 21
io_pins = 11
chipArea_um2 = 6400
core-area_um2 = 3420
fp_util_pct = 7.29
floorplan.die.height_um = 80

[detailed_routing]
via_count_of_the_routed_design = 256
viasPerCell = 2.67
wirelength_um = 772
drt_iter0_drc = 7
firstDrtPassIters = 2
num_antenna_cells = 0
antenna_left = 0
wire_per_inst_um = 8.04
drcViolationCount = 0

[placed_design]
dp.cells = 87
detailedPlacementHpwl_um = 579
dpl_worst_slack_ps = -399
gpl.final_weighted_congestion = 0.760
portBuffers = 10

[power]
power-per-cell-area_nw_per_um2 = 1160
irDropWorstVdd_uv = 302
leakagePower_nw = 0.256
sum_of_internal_switching_and_leakage_power_mw = 0.630

[run]
log.warning_count = 27
drv.max_cap_violation_count = 0

[run_status]
failed_checks = "negative setup slack"
outcome = "finished, violations left"

[cts]
clock_edge_transition_at_the_registers_on_the_reported_setup_and_hold_paths_ps = 50
cts_buffer_depth = 2
clock_tree_from_tritoncts = "yes"
clk_latency_ps = 250
post_cts_hold_buffer_count = 0
cts_root_buffer = "sky130_fd_sc_hd__clkbuf_4"
cts_made_buffers = 3
htree_levels = 1
clock_sink_count = 5

[timing]
fraction_of_the_cycle_the_final_worst_path_needs_pct = 104
hold_viol_final = 0
period_needed_ps = 1350
max_slew.worst_pin.slew_ps = 223
rsz0062_at_grt = "true"
max-slew-margin-rel_pct = 85.1
layout_skew_ps = 4.99
final-max-slew-violation-count = 0
final.hold.worst_slack_ps = 229
setup_viol = 1
final_ws_setup_ps = -46.3
maxClockFrequency_mhz = 743

[hold_path]
timing.hold.worst.class = "input pin to asynchronous set/reset pin"
synth_stat cells:
library cell               count
sky130_fd_sc_hd__nand2_1       5
sky130_fd_sc_hd__dfrtp_1       4
sky130_fd_sc_hd__a21oi_1       2
sky130_fd_sc_hd__inv_1         2
sky130_fd_sc_hd__o21ai_0       2
sky130_fd_sc_hd__or2_2         2
sky130_fd_sc_hd__buf_6         1
sky130_fd_sc_hd__clkbuf_1      1
sky130_fd_sc_hd__dfstp_2       1
sky130_fd_sc_hd__mux2_4        1
sky130_fd_sc_hd__nand2b_1      1
sky130_fd_sc_hd__nor2_1        1
sky130_fd_sc_hd__nor3b_1       1
sky130_fd_sc_hd__o32ai_2       1
critical path, cell delays in order, from the launching register on:
cell and delay, ps:
sky130_fd_sc_hd__dfrtp_1 390, sky130_fd_sc_hd__buf_6 120, sky130_fd_sc_hd__or2_4 220, sky130_fd_sc_hd__buf_6 110
cell usage in the layout, fill, tap and decap left out:
| cell type | netlist | routed |
|---|---|---|
| sky130_fd_sc_hd__a21oi_1 | 2 | 2 |
| sky130_fd_sc_hd__buf_2 | 0 | 3 |
| sky130_fd_sc_hd__buf_4 | 0 | 8 |
| sky130_fd_sc_hd__buf_6 | 1 | 6 |
| sky130_fd_sc_hd__clkbuf_1 | 1 | 1 |
| sky130_fd_sc_hd__clkbuf_4 | 0 | 3 |
| sky130_fd_sc_hd__clkdlybuf4s50_1 | 0 | 2 |
| sky130_fd_sc_hd__dfrtp_1 | 4 | 4 |
| sky130_fd_sc_hd__dfstp_2 | 1 | 1 |
| sky130_fd_sc_hd__dlygate4sd2_1 | 0 | 3 |
| sky130_fd_sc_hd__dlymetal6s2s_1 | 0 | 1 |
| sky130_fd_sc_hd__inv_1 | 2 | 2 |
| sky130_fd_sc_hd__mux2_4 | 1 | 1 |
| sky130_fd_sc_hd__nand2_1 | 5 | 3 |
| sky130_fd_sc_hd__nand2_2 | 0 | 2 |
| sky130_fd_sc_hd__nand2b_4 | 0 | 1 |
| sky130_fd_sc_hd__nor2_1 | 1 | 1 |
| sky130_fd_sc_hd__nor3b_2 | 0 | 1 |
| sky130_fd_sc_hd__o21ai_0 | 2 | 2 |
| sky130_fd_sc_hd__o32ai_2 | 1 | 1 |
| sky130_fd_sc_hd__or2_4 | 0 | 2 |
layout make-up:
| cell class | count | area, um^2 |
|---|---|---|
| fill | 389 | 2870 |
| timing repair buffer | 23 | 201 |
| sequential | 5 | 126 |
| multi-input combinational | 16 | 123 |
| tap | 46 | 57.6 |
| clock buffer | 4 | 26.3 |
| inverter | 2 | 7.51 |
per-stage QoR:
| step | cell area (um^2) | util (%) | TNS (ps) |
|---|---|---|---|
| 2_1_floorplan | 249 | - | 0 |
| 3_3_place_gp | 452 | 13.2 | -969 |
| 3_5_place_dp | 452 | 13.2 | -913 |
| 4_1_cts | 538 | 15.8 | -90.4 |
| 5_1_grt | 542 | 15.9 | -85.4 |
| 6_report | 542 | 15.9 | -46.3 |
timing repair:
item,4_1_cts,5_1_grt
endpoints found under the hold margin,0,0
pin swaps,1,1
gates cloned,0,0
gates resized,25,3
endpoints found under the setup margin,5,4
buffers inserted,7,0
layer usage:
metal / global-route usage (%) / share of wire (%) / vias to the layer above
met4: 0.352 / 0 / 0
met3: 3.41 / 22 / 0
met1: 3.75 / 51 / 113
li1: - / - / 129
met2: 2.97 / 27 / 14
met5: 0 / 0 / -
cell families (layout without fill, tap and decap cells):
| logic type | count (synthesis) | in the layout | synth area share (%) |
|---|---|---|---|
| compound gates | 5 | 5 | 14.6 |
| buf+inv | 4 | 29 | 9.04 |
| flops | 5 | 5 | 50.8 |
| mux | 1 | 1 | 6.03 |
| simple gates | 10 | 10 | 19.6 |
report_power, final:
part	total, mW	switching, mW	internal, mW
registers	0.210	0.0210	0.189
logic	0.234	0.0728	0.162
clock network	0.186	0.0693	0.116
path summary, 6_finish.rpt:
kind / depth (start not counted) / start / endpoint
worst max-delay path: 3 / flop / Timer_Encoding[0]
worst min-delay path: 1 / Rst / State[1]$_DFF_PN0_
worst max register to register: 7 / State[0]$_DFF_PN1_ / State[0]$_DFF_PN1_
worst min register to register: 2 / State[0]$_DFF_PN1_ / State[3]$_DFF_PN0_
max in group asynchronous: 1 / Rst / State[0]$_DFF_PN1_
min in group clk0: 3 / Timer_Pause / State[1]$_DFF_PN0_
No activity file was given, so power comes from the tool's default toggle rates.
