## flow/design.v

```verilog
module Timer (
input  wire  Rst,
input  wire  Clk,
input  wire [1:0] Clk_Freq,
input  wire [2:0] Timer_Encoding,
input  wire Pause_Enable_T,
output reg  Time_Event
);
reg [15:0] Counter;
reg [15:0] Cycle_Counter;
reg [15:0] S_Counter;
reg [15:0] M_Counter;
localparam Clk_8MHz = 16'd122;
localparam Clk_4MHz = 16'd61;
localparam Clk_2MHz = 16'd31;
localparam Clk_1MHz = 16'd15;
reg  [15:0] D;
reg  [15:0] Q;
always @ (*)
begin
    case (Clk_Freq) 
        2'b00 : D = Clk_1MHz;
        2'b01 : D = Clk_2MHz;
        2'b10 : D = Clk_4MHz;
        2'b11 : D = Clk_8MHz;
    endcase
end
always @ (posedge Clk or negedge Rst)
begin
    if (!Rst)
        Q <= 16'd0;
    else 
        Q <= D;
end
localparam Min_1 = 16'd0;
localparam Min_2 = 16'd1;
localparam Min_5 = 16'd4;
reg  [15:0] D_2;
reg  [15:0] Q_2;
always @ (*)
begin
    case (Timer_Encoding) 
        3'b001:  D_2 = Min_2;
        3'b010:  D_2 = Min_5;
        3'b011:  D_2 = Min_2;
        3'b100:  D_2 = Min_1;
        default: D_2 = Min_1;
    endcase
end
always @ (posedge Clk or negedge Rst)
begin
    if (!Rst)
        Q_2 <= 16'd0;
    else 
        Q_2 <= D_2;
end
always @ (posedge Clk or negedge Rst)
begin
    if (!Rst)
        begin
            Counter       <= 16'h0000;
            Cycle_Counter <= 16'h0000;
            S_Counter     <= 16'h0000;
            M_Counter     <= 16'h0000;
            Time_Event    <= 1'b0;
        end
    else if (Pause_Enable_T ==1)
        begin
            Counter       <=  Counter;
            Cycle_Counter <=  Cycle_Counter;
            S_Counter     <=  S_Counter;
            M_Counter     <=  M_Counter;
        end
    else 
        begin
            if (Counter == 16'hFFFF)
                begin
                    Counter <= 16'h0000;
                    if (Cycle_Counter == Q )
                        begin
                            Cycle_Counter <= 16'h0000;
                            if (S_Counter == 16'd1)
                                begin
                                    S_Counter <=16'h0000;
                                    if (M_Counter == 16'd0)
                                        begin
                                            M_Counter  <= 16'h0000;
                                            Time_Event <= 1'b1;     
                                        end
                                    else
                                        begin
                                            Time_Event    <= 1'b0;
                                            M_Counter <= M_Counter + 1'b1;
                                        end
                                end 
                            else 
                                begin
                                    Time_Event    <= 1'b0;
                                    S_Counter <= S_Counter + 1'b1;
                                end
                        end
                    else
                        begin
                            Time_Event    <= 1'b0; 
                            Cycle_Counter <= Cycle_Counter + 1'b1;
                        end
                end
            else 
                begin
                    Time_Event    <= 1'b0;
                    Counter <= Counter + 1'b1;
                end
        end
end
endmodule
```

## flow/run.sh

```bash
#!/bin/bash
# OpenROAD 26Q1-2900-gdf79404cd8, Yosys 0.63+post, stock flow scripts
make -C /OpenROAD-flow-scripts/flow DESIGN_CONFIG=/design/flow/config.mk WORK_HOME=/design/flow/orfs finish
```

## flow/config.mk

```make
export PLATFORM = sky130hd
export DESIGN_NAME = Timer
export DESIGN_NICKNAME = Timer
export VERILOG_FILES = /design/flow/design.v
export SDC_FILE = /design/flow/constraint.sdc
export NUM_CORES = 4
export LEC_CHECK = 1
export CORE_UTILIZATION = 50
```

## flow/constraint.sdc

```tcl
current_design Timer

set clk_period 6.8
set clk_io_pct 0.2

create_clock -name clk0 -period $clk_period [get_ports {Clk}]

set non_clock_inputs [all_inputs -no_clocks]
set_input_delay [expr $clk_period * $clk_io_pct] -clock clk0 $non_clock_inputs
set_output_delay [expr $clk_period * $clk_io_pct] -clock clk0 [all_outputs]
```

==> metrics.yaml <==
r2r-end: "M_Counter[15]"
cp_slowest_stage_delay_ns: 0.55
cts_tree: "built"
wire_per_inst_microns: 14.0
ff_type: "dfrtp_1"
cp.required_ns: 7.04
yosys_warnings: 1
fmax_mhz: 269
numCtsBuffers: 9
ys_async_sr_fraction: 1.00
clockBufferDepth: 2
adder_share: 0.0208
cts_hold_buf: 0
synth.cell_area_sq_mm: 0.00361
synth.avg_cell_area_sq_um: 9.91
crit_chain: "clkdlybuf4s50_1 -> nand4b_4 -> nor4_4 -> nand4_4 -> nand2b_1 -> o31ai_1"
r2r_start: "S_Counter[1]"
crit_path_end: "S_Counter[3]"
crit_fanout: 37
core_sq_mm: 0.00687
htreeDepth: 3
num_rows: 30
rsz0062_at_grt: "no"
vias: 2635
io_buffers: 5
totalWireLength_microns: 6610
io_pins: 9
grt_remaining_overflow: 0
cp.depth: 6
first_pass_iters: 5
synth.distinct_cells: 39
place.gp.congestion: 0.873
yosysChipArea_sq_mm: 0.00361
relSlewSlack: 0.481
critical_path_arrival_ns: 3.95
cts_resized: 0
outcome: "finished, final reports clean"
rrSetupSlack_ns: 3.96
drv_slew: 0
diodes: 0
drive_gt1_frac: 0.0743
p_leak_uw: 0.00175
final_cells: 473
finalPower_uw: 817
crit_path_end_kind: "flop"
edf_count: 0
area_growth_pct: 8.88
nFillCells: 571
grt_max_degree: 43
cts.sinks: 71
dp_cells: 457
max-cap-violations: 0
cts_setup_buffers: 0
fin_setup_tns_ns: 0
hpwl_microns: 4350
ys_ff: 71
simple_gate_area_frac: 0.273
die_w_microns: 86.9
postLayoutCellArea_sq_mm: 0.00393
skew_ns: 0.00880
drtIter0Drc: 59
critPathLaunch: "Pause_Enable_T"
cts-root-buf: "clkbuf_8"
ys_sh_mux: 0.00867
log.warning_count: 30
slowest_stage: "nand2b_1"
seq_area_frac_synth: 0.493
die_y_microns: 86.9
placed_cell_area_sq_mm: 0.00374
ant_nets: 0
synth_cells: 364
dieArea_sq_mm: 0.00756
grt_pass1_wl_microns: 11500
grt_pass1_vias: 2521
hold_path_class: "flop to flop"
powerDensity_mw_per_mm2: 208
drcViolationCount: 0
synth-xor-area-share: 0.0995
antenna_found_initial: 0
clk_pin_slew_worst_paths_ns: 0.07
logic_family: "simple AND/OR/NAND/NOR gates"
insertion_delay_ns: 0.34
worst_pin_slew_ns: 0.776
setup_viol: 0
fin_crit_ns: 3.72
crit_buf_inv: 1
min_period_over_period: 0.546
worst_setup_path_start_kind: "input pin"
ys_sh_aoi: 0.0808
ys_cells: 364
peakVddDrop_uv: 170
track_usage: 0.199
critPathTopFamily: "simple AND/OR/NAND/NOR gates"
hold_viol_final: 0
worst-r2r-cell-count: 7
initCoreUtil: 0.525
worstSetupPathType: "input pin to flop"
viasPerCell: 5.57
cells in the mapped netlist (6+ instances only):
master     n  area (sq um)
nor3_1    18          90.1
xnor2_1   12           105
nor4_1     8          50.1
nand2b_1   9          56.3
dfrtp_1   71          1780
xor2_1    29           254
nand2_1   30           113
ha_1       6          75.1
nand3_1   20           100
and2_1     6          37.5
clkbuf_1   9          33.8
o31ai_1    7          52.6
nand4_1   21           131
inv_1     11          41.3
nor2_1    27           101
o21ai_0   30           150
and3_1     9          56.3
flip-flops by register name, summed over array words and instances (netlist names):
register	flops
Counter	16
Cycle_Counter	16
M_Counter	16
Q	6
S_Counter	16
Time_Event	1
per-stage QoR:
step | setup slack (ns) | util | hold slack [ns]
after floorplan | 3.89 | - | 0.428
after global placement | 2.74 | 0.545 | 0.465
after detailed placement | 2.73 | 0.545 | 0.463
after CTS | 3.09 | 0.572 | 0.476
after global routing | 2.93 | 0.572 | 0.489
final | 3.08 | 0.572 | 0.477
layout by cell type, fill, tap and decap left out, types with 2 or more instances in the layout:
master,count
a31oi_1,5
nor4_1,8
nand4_1,21
nand3_1,20
buf_4,2
xor2_1,29
and4_1,5
nor2_1,27
o31ai_1,7
clkbuf_8,11
clkdlybuf4s50_1,4
o21ai_0,30
nand2b_1,9
ha_1,6
a21oi_1,2
nand2_1,30
mux2i_1,2
and3_1,9
or3_1,3
and2_1,6
nor4b_1,2
xnor2_1,12
inv_1,11
nor4_2,3
nand4b_1,2
clkinv_4,2
nor3_1,18
dfrtp_1,71
or4_1,4
cell families after synthesis:
kind of cell	count (synthesis)
AOI/OAI and AO/OA	49
xor gates and xnor gates	41
buffers and inverters	21
muxes	3
DFF	71
and+or+nand+nor	172
adders and majority gates	6
other	1
worst reg2reg max path, stage by stage (launching register included):
cell,delay [ns]
dfrtp_1,0.41
inv_1,0.08
ha_1,0.15
nor4b_1,0.32
nand4_1,0.69
or4_1,0.74
nor3_1,0.19
xor2_1,0.18
final cells by class:
| type | instances | area [sq um] | area share |
|---|---|---|---|
| Inverter | 11 | 41.3 | 0.0105 |
| Multi-Input combinational cell | 272 | 1740 | 0.444 |
| Timing Repair Buffer | 7 | 60.1 | 0.0153 |
| Sequential cell | 71 | 1780 | 0.452 |
| Tap cell | 96 | 120 | 0.0306 |
| Clock buffer | 12 | 155 | 0.0395 |
| Clock inverter | 4 | 30.0 | 0.00765 |
layer usage:
metal | part of all wire | wire [microns] | GRT usage
met4 | 0.0074 | 49 | 0.0197
met3 | 0.032 | 209 | 0.0529
met5 | 0 | 0 | 0
met1 | 0.49 | 3270 | 0.294
met2 | 0.47 | 3080 | 0.321
worst min path at each step:
stage	startpoint	to	slack, ns	cells past startpoint
5_1_grt	Cycle_Counter[15]	Cycle_Counter[15]	0.49	1
4_1_cts	M_Counter[15]	M_Counter[15]	0.48	1
6_report	M_Counter[15]	M_Counter[15]	0.48	1
power by group:
part,switching [uW],internal (uW)
sequential,22.2,441
combinational,27.3,20.6
clock,153,153
Power figures rest on the tool's default switching activity, not on a simulated workload.
